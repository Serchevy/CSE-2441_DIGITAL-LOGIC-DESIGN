$ cat config.mk
export PLATFORM = sky130hd
export DESIGN_NAME = RippleCarryAdderStructural
export DESIGN_NICKNAME = RippleCarryAdderStructural
export VERILOG_FILES = /design/flow/design.v
export SDC_FILE = /design/flow/constraint.sdc
export NUM_CORES = 4
export LEC_CHECK = 1
export CORE_AREA = 10 10 70 70
export DIE_AREA = 0 0 80 80
export SYNTH_HDL_FRONTEND = slang
$ cat constraint.sdc
current_design RippleCarryAdderStructural

set clk_period 2.1
set clk_io_pct 0.2

create_clock -name clk0 -period $clk_period

set non_clock_inputs [all_inputs -no_clocks]
set_input_delay [expr $clk_period * $clk_io_pct] -clock clk0 $non_clock_inputs
set_output_delay [expr $clk_period * $clk_io_pct] -clock clk0 [all_outputs]
$ cat design.v
module RippleCarryAdderStructural (A, B, C0, R, Cout, OVR, NEG, Zero);
	input [3:0] A, B;
	input C0;
	output [3:0] R;
	output Cout, OVR, NEG, Zero;
		wire [4:0] C; 
		wire [3:0] BxorC0;
		assign C[0] = C0;  
	xor (BxorC0[0], B[0], C[0]);
	xor (BxorC0[1], B[1], C[0]);
	xor (BxorC0[2], B[2], C[0]);
	xor (BxorC0[3], B[3], C[0]);
	FAbehav s0 (A[0], BxorC0[0], C[0], R[0], C[1]);  
	FAbehav s1 (A[1], BxorC0[1], C[1], R[1], C[2]);  
	FAbehav s2 (A[2], BxorC0[2], C[2], R[2], C[3]);  
	FAbehav s3 (A[3], BxorC0[3], C[3], R[3], C[4]);  
		assign Cout = C[4];
		assign OVR = C[4] ^ C[3];
		assign NEG = R[3];
		assign Zero = ~(R[3] | R[2] | R[1] | R[0]);
endmodule 
module FAbehav (ai, bi, cini, si, couti);
	input ai, bi, cini;
	output reg si, couti;
	always @ (ai,bi,cini)
		case ({ai,bi,cini})
			3'b000: begin couti = 1'b0; si = 1'b0; end
			3'b001: begin couti = 1'b0; si = 1'b1; end
			3'b010: begin couti = 1'b0; si = 1'b1; end
			3'b011: begin couti = 1'b1; si = 1'b0; end
			3'b100: begin couti = 1'b0; si = 1'b1; end
			3'b101: begin couti = 1'b1; si = 1'b0; end
			3'b110: begin couti = 1'b1; si = 1'b0; end
			3'b111: begin couti = 1'b1; si = 1'b1; end
		endcase
endmodule  
$ cat run.sh
#!/bin/bash
# OpenROAD 26Q1-2900-gdf79404cd8, Yosys 0.63+post, stock flow scripts
make -C /OpenROAD-flow-scripts/flow DESIGN_CONFIG=/design/flow/config.mk WORK_HOME=/design/flow/orfs finish
==> results_slide.txt <==
Flow Results at a Glance

Status
  • Status: finished with violations
  • Failing checks: negative setup slack

Synth
  • Ys cells: 35
  • Top logic family: adder cells
  • Yosys cell types: 11
  • Average cell area after synthesis: between 7 and 8 um2
  • Aoi share: under 10%
  • Syn Inst Count: 35
  • Yosys stat area: ~280 um2
  • Post-synthesis instance area: about 280 um2
  • Adder-Cell Fraction of Synth Area: a little under a third
  • Syn. warnings: 0
  • Mux cell area share: 19.8%
  • Post-synth seq share: 0%
  • Xor+xnor area frac: between 10% and 20%
  • Simple-Gate Area Share: between 3 and 4%

Timing
  • Final Max Tran Viols: 0
  • Slew headroom: 84.2%
  • Min setup slack post-route: -0.688 ns
  • Fmax: about 0.36 GHz
  • Measured slew at the worst slew-check pin: between 0.2 and 0.25 ns
  • Final hold violations: 0
  • Final hold slack: 1.36 ns
  • Setup violators final: 7
  • Cycle use final: 133%
  • Final min period: 2.79 ns
  • RSZ-0062 raised after global routing: yes

CTS
  • Hold buffers post-CTS: 0

Setup path
  • Crit-path cells: buf_8, mux2i_2, inv_2, ha_4, inv_1, mux2_4, inv_4, ha_4, inv_2, mux2i_4, inv_2, ha_4, mux2i_4, nor4_2, buf_2
  • CP max FO: 3
  • Crit path from: B[0]
  • Data required time of the worst path: 1.68 ns
  • CP startpoint kind: primary input
  • CP max stage cell: mux2_4
  • Crit path capture type: output port
  • CP peak stage delay: roughly 0.28 ns
  • CP Class: primary input to output port
  • Crit path DAT: around 2.4 ns

Pwr
  • Pwr Density: 343 nW/um2
  • Maximum VDD drop: roughly 0.13 mV
  • Leakage: 0.309 nW

Route
  • Drt wl/cell: 8.56 um
  • Final wirelength: between 900 and 1000 um
  • # diodes: 0
  • Starting DRT DRC Count: 3
  • Drt drc: 0
  • Vias per cell: 2.77
  • First-pass DRT Iterations: 2
  • Remaining antenna violation count: 0
  • DR vias: ~300

Global routing
  • Initial antenna violation count: 0
  • Vias in the first global route: ~340
  • Largest net degree at the start of global routing: 4
  • First-pass GRT wire length: approximately 1500 um
  • Grt ovf: 0
  • GRT Util Overall: ~2.8%

Floorplanning
  • I/O pin cnt: 17
  • Pre-Place Util: 8.13%
  • Die Footprint: between 6000 and 7000 um2
  • Row count: 21
  • Die Y: approximately 80 um
  • Die X: 80 um
  • Core area: 3420 um2

Placed design
  • Port bufs: 17
  • Global placer's final weighted congestion: between 0.7 and 0.8
  • Post-DP HPWL: 715 um
  • Place WS: -1.53 ns
  • Post-DP Area: 543 um2

Layout
  • Fill cells: around 380
  • Seq. cell area: 0 um2
  • Area growth syn-to-layout: 151%
  • Clock buffer count in the final layout: 0
  • Post-Layout Inst Area: 697 um2
  • Ratio of cells with drive above 1 in the final layout: about 71%
  • Final core occ: roughly a fifth
  • Num sequential: 0

Hold path
  • Worst Hold Class: primary input to output port
  • Min-delay src: B[0]

Run
  • OpenROAD warnings: 38
  • Max-cap viol count: 0
## cell usage after synthesis
| library cell | instances | share of area (%) |
|---|---|---|
| buf_4 | 4 | 11 |
| nor2_1 | 1 | 1.4 |
| mux2i_2 | 1 | 5.0 |
| ha_1 | 7 | 32 |
| mux2i_1 | 3 | 11 |
| xnor2_1 | 1 | 3.2 |
| xor2_1 | 5 | 16 |
| a21oi_1 | 1 | 1.8 |
| inv_1 | 10 | 14 |
| nor4_1 | 1 | 2.3 |
| mux2_2 | 1 | 4.1 |
## kinds of logic (layout without fill, tap and decap cells)
| logic type | Yosys count | after routing |
|---|---|---|
| buffers and inverters | 14 | 41 |
| adder cells (fa/ha/maj) | 7 | 7 |
| XOR/XNOR | 6 | 6 |
| multiplexers | 5 | 5 |
| AND/OR/NAND/NOR | 2 | 2 |
| AND-OR/OR-AND | 1 | 1 |
## layer usage
metal / vias to the layer above / track usage [%] / share of wire (%)
li1: 157 / - / -
met1: 134 / 3.40 / 44
met2: 8 / 4.98 / 50
met3: 0 / 0.682 / 5.5
met4: 0 / 0 / 0
met5: - / 0 / 0
## worst max-delay path, delay by kind of cell
kind | cells | cell delay, ns
buffers and inverters | 7 | 0.54
and+or+nand+nor | 1 | 0.26
muxes | 4 | 0.65
adders and majority gates | 3 | 0.51
## power by group
group	internal (mW)	total [mW]	switching [mW]
sequential	0	0	0
clock	0	0	0
combinational	0.146	0.239	0.0929
## final timing paths
| kind | cells past startpoint | end |
|---|---|---|
| max | 15 | Zero |
| min | 5 | Zero |
## cell type report
type / count / area [um2] / area share (%)
Inverter: 10 / 40.0 / 5.75
Multi-Input combinational cell: 21 / 343 / 49.2
Tap cell: 46 / 57.6 / 8.26
Timing Repair Buffer: 31 / 256 / 36.8
## timing repair
action                                  in CTS  in global routing
pin swaps                                   10                  4
gates resized                               50                 11
endpoints found under the setup margin       8                  7
buffers inserted                             4                  2
## layout by cell type, fill, tap and decap left out
cell type	instances
buf_6	2
mux2i_2	2
nor4_2	1
xor2_1	3
inv_4	1
ha_4	5
inv_1	4
buf_4	14
ha_2	1
xor2_2	2
clkdlybuf4s50_1	5
a21oi_2	1
mux2_4	1
nor2_2	1
buf_8	1
inv_2	5
buf_2	4
xnor2_2	1
mux2i_4	2
dlygate4sd2_1	5
ha_1	1
## metrics by stage
stage / TNS, ns / power, mW / std cells
global placement: -8.63 / 0.174 / 102
finish: -3.63 / 0.239 / 108
global route: -4.32 / 0.266 / 108
floorplan: -1.34 / 0.0804 / 35
detailed placement: -8.66 / 0.175 / 102
CTS: -3.75 / 0.199 / 106
Power figures rest on the tool's default switching activity, not on a simulated workload.
