--- config.mk ---
export PLATFORM = sky130hd
export DESIGN_NAME = binary2seve
export DESIGN_NICKNAME = binary2seve
export VERILOG_FILES = /design/flow/design.v
export SDC_FILE = /design/flow/constraint.sdc
export NUM_CORES = 4
export LEC_CHECK = 1
export CORE_AREA = 10 10 70 70
export DIE_AREA = 0 0 80 80
export SYNTH_HDL_FRONTEND = slang
--- constraint.sdc ---
current_design binary2seve

set clk_period 1.4
set clk_io_pct 0.2

create_clock -name clk0 -period $clk_period

set non_clock_inputs [all_inputs -no_clocks]
set_input_delay [expr $clk_period * $clk_io_pct] -clock clk0 $non_clock_inputs
set_output_delay [expr $clk_period * $clk_io_pct] -clock clk0 [all_outputs]
--- design.v ---
module binary2seve (
	input [3:0] in,
	output reg [0:6] outbin);
	always @ in 
		case ({in})
			4'b0000: {outbin[0], outbin[1], outbin[2], outbin[3], outbin[4], outbin[5], outbin[6] } = 7'b0000001;    
			4'b0001: {outbin[0], outbin[1], outbin[2], outbin[3], outbin[4], outbin[5], outbin[6] } = 7'b1001111;    
			4'b0010: {outbin[0], outbin[1], outbin[2], outbin[3], outbin[4], outbin[5], outbin[6] } = 7'b0010010;    
			4'b0011: {outbin[0], outbin[1], outbin[2], outbin[3], outbin[4], outbin[5], outbin[6] } = 7'b0000110;    
			4'b0100: {outbin[0], outbin[1], outbin[2], outbin[3], outbin[4], outbin[5], outbin[6] } = 7'b1001100;    
			4'b0101: {outbin[0], outbin[1], outbin[2], outbin[3], outbin[4], outbin[5], outbin[6] } = 7'b0100100;    
			4'b0110: {outbin[0], outbin[1], outbin[2], outbin[3], outbin[4], outbin[5], outbin[6] } = 7'b0100000;    
			4'b0111: {outbin[0], outbin[1], outbin[2], outbin[3], outbin[4], outbin[5], outbin[6] } = 7'b0001111;    
			4'b1000: {outbin[0], outbin[1], outbin[2], outbin[3], outbin[4], outbin[5], outbin[6] } = 7'b0000000;    
			4'b1001: {outbin[0], outbin[1], outbin[2], outbin[3], outbin[4], outbin[5], outbin[6] } = 7'b0001100;    
			default: {outbin[0], outbin[1], outbin[2], outbin[3], outbin[4], outbin[5], outbin[6] } = 7'b1111111;    
		endcase
endmodule
--- run.sh ---
#!/bin/bash
# OpenROAD 26Q1-2900-gdf79404cd8, Yosys 0.63+post, stock flow scripts
make -C /OpenROAD-flow-scripts/flow DESIGN_CONFIG=/design/flow/config.mk WORK_HOME=/design/flow/orfs finish
==> out/metrics.yaml <==
chipWidth_um: 80
p_per_area_nw_per_um2: 268
warnings: 38
remaining_drc_errors: 0
required_time_at_the_worst_slack_endpoint_ns: 1.12
netlist_top_cells_count: "ha_1 (5), o21ai_2 (5), nor2_1 (4), o21ai_1 (4)"
max-vdd-ir-drop_v: 0.0000342
netSwitchingPower_w: 0.0000623
syn_area_um2: 241
num_antenna_cells: 0
number_of_antenna_violations_at_the_first_check_in_global_routing: 0
design.seq.count: 0
timing.final.max_slew_violations: 0
post-route-period-util_pct: 99.1
synth_compound_gate_area_share_pct: 34.7
yosys_cell_count: 34
grt.busiest_layer: "met2"
layout-area-overhead-vs-synth_pct: 134
core_util_floorplan_pct: 7.07
layout_min_cycle_time_ns: 1.39
gr_layer_usage_met2_pct: 4.57
timing.max_slew.rel_slack_pct: 89.8
biggest_area_cells: "ha_1 (26%), o21ai_2 (18%), o21ai_1 (8.3%)"
hold_path_class: "input pin to output pin"
ys_warn_count: 0
synth.cellmix.xorXnorShare_pct: 0
power_report.internal_total_w: 0.0000893
detailedRoute.firstIterationViolations: 17
synthDistinctLibCells: 14
synth-area-yosys_um2: 241
synth_sequential_area_ratio_pct: 0
grt_max_degree: 10
seq_area_um2: 0
worst-slew-pin-transition_ns: 0.153
dp.cells: 95
worst-setup-path-type: "input pin to output pin"
run_status: "completed"
drive_gt1_share_pct: 65.5
postSynthAreaPerCell_um2: 7.10
drt-wirelength-per-cell_um: 8.70
met1_usage_pct: 3.49
synth.largest_area_cell: "ha_1"
report.final.setup_viol: 0
maxCapViolCount: 0
nClkBuffers: 0
post-dp-hpwl_um: 539
core_um2: 3420
clockPowerShare_pct: 0
prevailing_logic_family_in_the_synthesized_netlist: "AND-OR/OR-AND gates"
timing_hold_violations_final: 0
ys_sh_adder_pct: 25.9
synthDominantCellAreaShare_pct: 25.9
pwr-share-seq_pct: 0
arrival_time_at_the_worst_endpoint_ns: 1.11
ant_nets: 0
num-fill-cells: 377
die_area_um2: 6400
global_route.overflow_total: 0
boundaryPins: 11
placement_rows: 21
worst_hold_path.num_cells: 5
chipHeight_um: 80
gp_routability_congestion: 0.761
fin_hold_ws_ns: 1.04
worst_setup_path_start_kind: "input pin"
hold_buffers: 0
drt_wl_total_um: 879
mux_area_fraction_pct: 0
numPortBuffers: 11
via_per_inst: 3.00
share_comb_of_total_power_pct: 100.0
grt_pass1_vias: 313
ys_sh_simple_pct: 28.0
grt_first_pass_wirelength_mm: 1.45
grtUsageTotal_pct: 2.63
grt.met3_usage_pct: 0.455
fin_area_um2: 566
via_count: 303
leakage_nw: 0.232
finish.cell_count_without_fillers: 101
switching_share_pct: 41.1
worst_setup_path_end_kind: "output pin"
dpl-instance-area_um2: 438
detailed_routing_iteration_count_for_the_pre_antenna_repair_pass: 3
rsz0062_at_grt: "true"
critPathMaxFanout: 4
hold-path-endpoint: "outbin[5]"
max_freq_ghz: 0.721
min-delay-start: "in[3]"
synthCells: 34
totalNegativeSetupSlack_ns: 0
layout.core_utilization_pct: 16.6
==> layer usage <==
layer,share of wire [%],wire length (µm)
met2,50,438
met5,0,0
met4,0,0
met3,8.5,75
met1,42,365
==> timing repair <==
action | CTS | global route
cloned | 1 | 0
pin swaps | 5 | 3
setup endpoints to repair | 7 | 5
gates resized | 53 | 5
endpoints found under the hold margin | 0 | 0
setup buffers | 5 | 0
==> how the worst max path moves through the flow <==
stage,start,end,slack (ns),cells past startpoint
finish,in[1],outbin[6],0.01,7
global route,in[1],outbin[5],-0.03,7
CTS,in[1],outbin[6],-0.01,7
==> kinds of logic after synthesis <==
kind of cell,count (synthesis)
AOI/OAI and AO/OA,13
adders and majority gates,5
buffers and inverters,5
and+or+nand+nor,11
==> cell type report <==
cell class	count	area, µm²	share of cell area (%)
Inverter	3	18.8	3.32
Tap cell	46	57.6	10.2
Timing Repair Buffer	23	214	37.8
Multi-Input combinational cell	29	275	48.7
==> critical path, stage by stage <==
cell and delay [ns]:
buf_8 0.10, buf_6 0.12, buf_6 0.11, ha_4 0.15, nor3b_4 0.18, nor2_1 0.06, buf_2 0.11
==> cells in the final DEF (no fill, tap or decap), drive strengths merged <==
cell type / count
nand2b: 4
dlygate4sd2: 4
nand2: 2
ha: 5
nor2: 4
inv: 3
clkdlybuf4s15: 2
a21oi: 3
buf: 17
nor3b: 1
o21ai: 10
==> stage by stage <==
step / power, W / worst slack [ns]
2_1_floorplan: 0.0000513 / 0.302
3_3_place_gp: 0.000120 / -0.733
3_5_place_dp: 0.000120 / -0.743
4_1_cts: 0.000147 / -0.0114
5_1_grt: 0.000168 / -0.0308
6_report: 0.000152 / 0.0130
==> power groups by stage <==
stage	Clock, W	Sequential (W)	Combinational (W)
after CTS	0	0	0.000147
after global routing	0	0	0.000168
final	0	0	0.000152
Power figures rest on the tool's default switching activity, not on a simulated workload.
